$ cat ./config.mk
export PLATFORM = sky130hd
export DESIGN_NAME = FILTER_TOP
export DESIGN_NICKNAME = FILTER_TOP
export VERILOG_FILES = /design/flow/design.v
export SDC_FILE = /design/flow/constraint.sdc
export NUM_CORES = 4
export LEC_CHECK = 1
export CORE_UTILIZATION = 50
$ cat ./constraint.sdc
current_design FILTER_TOP

set clk_period 5.4
set clk_io_pct 0.2

create_clock -name clk0 -period $clk_period [get_ports {clk}]

set non_clock_inputs [all_inputs -no_clocks]
set_input_delay [expr $clk_period * $clk_io_pct] -clock clk0 $non_clock_inputs
set_output_delay [expr $clk_period * $clk_io_pct] -clock clk0 [all_outputs]
$ cat ./design.v
`timescale 1ns / 1ps
module ADDER(sum,a,b);
input signed  [7:0]a,b;
output  reg signed [7:0]sum;
always@(*)
      begin
        sum=a+b;
end
endmodule
`timescale 1ns / 1ps
module FSM(reset,ld1,ld2,wr,add_ram,add_rom,clk,global_reset);
input clk;
input global_reset;
output reg reset;
output reg ld1,ld2;
output reg wr;
output reg [1:0] add_ram;
output reg [1:0] add_rom;
    localparam S0 = 5'd0;
    localparam S1 = 5'd1;
    localparam S2 = 5'd2;
    localparam S3 = 5'd3;
    localparam S4 = 5'd4;
    localparam S5 = 5'd5;
    localparam S6 = 5'd6;
    localparam S7 = 5'd7;
    localparam S8 = 5'd8;
    localparam S9 = 5'd9;
    localparam S10 = 5'd10;
    localparam S11 = 5'd11;
    localparam S12 = 5'd12;
    localparam S13 = 5'd13;
    localparam S14 = 5'd14;
    localparam S15 = 5'd15;
    localparam S16 = 5'd16;
    localparam S17 = 5'd17;
    reg [4:0] NS;
    reg [4:0] PS; 
    always@(posedge clk or posedge global_reset )
    begin
        if(global_reset)
            begin
            PS<=S0;
            end
        else
            begin
            PS<=NS;
            end
    end
    always@(PS)
    begin 
    reset = 0;
    ld1 = 0;
    ld2 = 0;
    wr = 0;
    add_ram = 2'd0;
    add_rom = 2'd0;
    case(PS) 
    S0 : begin reset = 1; wr = 1; ld1 = 0; ld2 = 0; add_ram = 2'd0;  NS = S1;   end
    S1 : begin wr = 1;reset = 1;  ld1 = 0; ld2 = 0;  add_ram = 2'd1; NS =S2; end 
    S2 : begin wr = 1; reset = 1;  ld1 = 0; ld2 = 0;add_ram = 2'd2; NS =S3;  end 
    S3 : begin wr = 0; add_ram = 2'd0; add_rom = 2'd0;  ld1 = 1; ld2 =1 ; reset = 1 ; NS = S4;  end 
    S4 : begin wr = 0; add_ram = 2'd0;add_rom = 2'd0;  ld1 = 0; ld2 = 0; NS =S5; reset = 0;  end 
    S5 : begin wr = 0;  reset = 1; add_ram = 2'd1; add_rom = 2'd0;  ld1 = 1; ld2 =1 ;  NS =S6;   end 
    S6 : begin wr = 0; add_ram = 2'd0; add_rom = 2'd1; reset = 0;  ld1 = 1; ld2 = 1; NS =S7;  end 
   S7 : begin wr = 0;  NS = S8;  ld1 = 0; ld2 = 0; reset = 0;  end 
    S8 : begin wr = 0; reset = 1; add_ram = 2'd2; add_rom = 2'd0;   ld1 = 1; ld2 = 1; NS = S9;  end 
    S9 : begin wr = 0;  add_rom = 2'd1; add_ram = 2'd1; ld1 = 1; ld2 = 1; NS = S10;  reset =0; end 
    S10 : begin wr = 0; add_ram = 2'd0; add_rom = 2'd2; ld1 = 1; ld2 = 1; NS = S11; reset =0;end 
    S11 : begin wr = 0; add_ram = 2'd0;  ld1 = 0; ld2 = 0; NS = S12;reset =0; end 
    S12 : begin wr = 0; reset = 1; add_rom =2'd1; add_ram = 2'd2;  ld1 = 1; ld2 = 1 ;  NS =S13;  end 
    S13 : begin wr = 0; reset =0;  add_rom = 2'd2; add_ram = 2'd1;  ld1 = 1; ld2 = 1; NS =S14;  end 
   S14 : begin wr = 0; add_ram = 2'd0;  ld1 = 0; ld2 = 0; NS =S15; reset =0; end 
    S15 : begin wr = 0; reset =1; add_rom = 2'd2; add_ram = 2'd2; ld1 = 1; ld2 = 1;  NS =S16; end 
    S16 : begin wr = 0; reset = 0; add_ram = 2'd0; ld1 = 0; ld2 = 0; NS =S0; end 
    endcase        
    end
endmodule
`timescale 1ns / 1ps
module FILTER_TOP(out,xn,clk,global_reset);
output [7:0] out;
input [7:0] xn;
input global_reset,clk;
wire [7:0] p,q,r,s,t,u;
wire [1:0] reset,ld1,ld2,wr;
wire [1:0] add_rom;
wire [1:0] add_ram;
wire [7:0] data_out;
wire [7:0] data_out_ram;
FSM controller(reset,ld1,ld2,wr,add_ram,add_rom,clk,global_reset);
ROM RO1 (p,add_rom);
RAM RA1 (q,xn,clk,wr,add_ram);
REGISTER R1 (r,p,clk,ld1);
REGISTER R2 (s,q,clk,ld2);
MULTIPLIER M1 (t,r,s);
ADDER A1(u,t,out);
REGISTER_OUT R3(out,u,reset,clk);
endmodule
`timescale 1ns / 1ps
module MULTIPLIER(out,a,b);
output signed [7:0] out;
input signed  [7:0] a,b;
wire [15:0]temp;
assign temp =a*b;
assign out = temp[14:7];
endmodule
`timescale 1ns / 1ps
module RAM(out,din,clk,wr,add_ram);
output [7:0] out;
input  [1:0] add_ram;
input  [7:0] din;
input clk,wr;
reg [7:0] MEM[2:0];
always @(posedge clk) begin
    if (wr) begin
        MEM[add_ram] <= din;     
    end
end
assign out= MEM[add_ram];
endmodule
`timescale 1ns / 1ps
module REGISTER(out,din,clk,ld);
input [7:0]din;
output reg [7:0]out;
input clk,ld;
always @(posedge clk) begin
    if (ld) 
        out <= din;
end
endmodule
`timescale 1ns / 1ps
module REGISTER_OUT(out,din,reset,clk);
input [7:0]din;
output reg [7:0]out;
input clk,reset;
always @(posedge clk) begin 
    if(reset)
        begin
        out <=8'h00;
        end
        else out<=din;
end
endmodule
`timescale 1ns / 1ps
module ROM(out,add_rom);
input [1:0] add_rom;
output [7:0] out;
reg [7:0] out;
always@(*)
    begin
    case(add_rom)
        2'b00: out<=8'h10;
        2'b01: out<=8'hC0;
        2'b10: out<=8'h20;
        endcase 
            end
endmodule
$ cat ./run.sh
#!/bin/bash
# OpenROAD 26Q1-2900-gdf79404cd8, Yosys 0.63+post, stock flow scripts
make -C /OpenROAD-flow-scripts/flow DESIGN_CONFIG=/design/flow/config.mk WORK_HOME=/design/flow/orfs finish
==> flow_results.xml <==
<?xml version="1.0" encoding="UTF-8"?>
<metrics>
  <group name="global_routing">
    <metric name="largest_net_degree_at_the_start_of_global_routing" unit="">17</metric>
    <metric name="met2_usage" unit="">0.275</metric>
    <metric name="grt.busiest_layer" unit="">met2</metric>
    <metric name="first_pass_grt_wire_length" unit="mm">9.00</metric>
    <metric name="grt_util_all_layers" unit="">0.166</metric>
    <metric name="met3_usage" unit="">0.0244</metric>
    <metric name="grt_remaining_overflow" unit="">0</metric>
    <metric name="grt_use_met1" unit="">0.263</metric>
    <metric name="grt_antenna_before_repair" unit="">0</metric>
    <metric name="via_count_of_the_first_global_routing_pass" unit="">2016</metric>
  </group>
  <group name="yosys">
    <metric name="yosys_warnings" unit="">14</metric>
    <metric name="ys_area" unit="sq um">3520</metric>
    <metric name="synthesis.instances" unit="">320</metric>
    <metric name="topCellsByArea" unit="">edfxtp_1 (30%), fa_1 (13%), ha_1 (12%), xnor2_1 (5.2%), inv_1 (4.9%)</metric>
    <metric name="edf_count" unit="">35</metric>
    <metric name="post_synth_most_frequent_cells" unit="">inv_1 (46), edfxtp_1 (35), ha_1 (33)</metric>
    <metric name="synthDominantCellAreaShare" unit="">0.299</metric>
    <metric name="ys.flop_type" unit="">edfxtp_1</metric>
    <metric name="yosysMostFrequentCell" unit="">inv_1</metric>
    <metric name="synthDominantAreaCellType" unit="">edfxtp_1</metric>
    <metric name="synth-cells-yosys" unit="">320</metric>
    <metric name="yosys_register_bits" unit="">56</metric>
    <metric name="post_synth_instance_area" unit="sq um">3520</metric>
    <metric name="netlist-cell-type-count" unit="">39</metric>
    <metric name="synthArstFlopShare" unit="">0.0893</metric>
    <metric name="syn_area_per_cell" unit="sq um">11.0</metric>
  </group>
  <group name="critical_path">
    <metric name="cpPeakStageDelay" unit="ps">530</metric>
    <metric name="crit_required" unit="ps">5640</metric>
    <metric name="critical_path.top_delay_family" unit="">adder cells</metric>
    <metric name="regToRegStartpoint" unit="">R2.out[1]</metric>
    <metric name="crit_path_end_kind" unit="">flip-flop</metric>
    <metric name="cpMostUsedCell" unit="">inv_1</metric>
    <metric name="worst_path_max_delay_cell" unit="">fa_1</metric>
    <metric name="timing.critical_path.cells" unit="">xor2_1 -&gt; nand2_1 -&gt; inv_1 -&gt; ha_1 -&gt; or2_2 -&gt; ha_1 -&gt; inv_1 -&gt; fa_1 -&gt; inv_1 -&gt; fa_1 -&gt; ha_1 -&gt; inv_1 -&gt; fa_1 -&gt; inv_1 -&gt; ha_1 -&gt; a211oi_1 -&gt; o21ai_0 -&gt; a21oi_1 -&gt; xnor3_1 -&gt; nor2_1</metric>
    <metric name="worst-r2r-setup-slack" unit="ps">350</metric>
    <metric name="critPathKind" unit="">reg2reg</metric>
    <metric name="worst_path_buf_inv" unit="">5</metric>
    <metric name="crit_fanout" unit="">4</metric>
    <metric name="critical_path_at" unit="ps">5290</metric>
    <metric name="r2r.worst_path.cells" unit="">20</metric>
    <metric name="setup.worst_path.start_class" unit="">flip-flop</metric>
    <metric name="r2r_end" unit="">R3.out[7]</metric>
  </group>
  <group name="placement">
    <metric name="place_hpwl" unit="mm">3.98</metric>
    <metric name="routabilityCongestion" unit="">0.779</metric>
    <metric name="port_buffers" unit="">17</metric>
    <metric name="placedCellCount" unit="">427</metric>
    <metric name="post_dp_cell_area" unit="sq um">3750</metric>
  </group>
  <group name="sta">
    <metric name="setup_repair_after_global_routing_missed_its_margin" unit="">false</metric>
    <metric name="unconstrained_endpoints" unit="">16</metric>
    <metric name="fin_worst_skew" unit="ps">7.67</metric>
    <metric name="unclocked_regs" unit="">8</metric>
    <metric name="final-hold-violation-count" unit="">0</metric>
    <metric name="worst_slew_pin_slew" unit="ps">865</metric>
    <metric name="final.hold.worst_slack" unit="ps">517</metric>
    <metric name="fmax" unit="MHz">198</metric>
    <metric name="post-route-min-period" unit="ps">5050</metric>
    <metric name="max-slew-margin-rel" unit="">0.421</metric>
    <metric name="final_min_period_over_clock_period" unit="">0.935</metric>
    <metric name="finish_stage_setup_viols" unit="">0</metric>
    <metric name="slew_viol_final" unit="">0</metric>
    <metric name="setup_total_negative_slack" unit="ps">0</metric>
  </group>
  <group name="worst_hold_path">
    <metric name="worst_hold_startpoint" unit="">RA1.MEM[0][3]</metric>
    <metric name="hold_class" unit="">reg2reg</metric>
    <metric name="worstHoldPathCells" unit="">2</metric>
    <metric name="worstHoldEndpoint" unit="">R2.out[3]</metric>
  </group>
  <group name="clock_network">
    <metric name="cts_inserted_buffers" unit="">5</metric>
    <metric name="cts_buffer_depth" unit="">2</metric>
    <metric name="clk_root_buffer_cell" unit="">clkbuf_8</metric>
    <metric name="tritoncts" unit="">built</metric>
    <metric name="cts_htree_levels" unit="">2</metric>
    <metric name="clk_latency" unit="ps">300</metric>
    <metric name="cts.clk_slew.worst_paths" unit="ps">90</metric>
    <metric name="cts-resized-gates" unit="">0</metric>
    <metric name="cts_hold_repair.buffers" unit="">0</metric>
  </group>
  <group name="floorplanning">
    <metric name="coreArea" unit="sq um">6790</metric>
    <metric name="die_h" unit="um">85.9</metric>
    <metric name="row_count" unit="">30</metric>
    <metric name="die_width" unit="um">85.9</metric>
    <metric name="boundaryPins" unit="">18</metric>
    <metric name="chip_area" unit="sq um">7370</metric>
    <metric name="initial_utilization" unit="">0.517</metric>
  </group>
  <group name="power">
    <metric name="pwr_density_cell" unit="nW/um^2">171</metric>
    <metric name="max_vdd_drop" unit="mV">0.228</metric>
    <metric name="p_leak" unit="uW">0.00169</metric>
  </group>
  <group name="drt">
    <metric name="drt.antenna.violating_nets" unit="">0</metric>
    <metric name="avgRoutedWirePerCell" unit="um">11.8</metric>
    <metric name="antenna-diode-count" unit="">0</metric>
    <metric name="drt_iter0_markers" unit="">74</metric>
    <metric name="vias_per_cell" unit="">4.80</metric>
    <metric name="route.detailed.drc" unit="">0</metric>
    <metric name="drt_first_pass_iters" unit="">4</metric>
    <metric name="drt_wl_total" unit="mm">5.16</metric>
    <metric name="route.vias.total" unit="">2097</metric>
  </group>
  <group name="status">
    <metric name="run_status" unit="">completed</metric>
  </group>
  <group name="job">
    <metric name="warnings" unit="">28</metric>
    <metric name="maxCapViolCount" unit="">0</metric>
  </group>
  <group name="layout">
    <metric name="postLayoutCoreUtil" unit="">0.572</metric>
    <metric name="final_design_area_no_fill" unit="sq um">3880</metric>
    <metric name="layout-area-overhead-vs-synth" unit="%">10.5</metric>
    <metric name="fin_cells" unit="">437</metric>
    <metric name="drive_above_1_share" unit="">0.0528</metric>
  </group>
</metrics>
## area by class of cell
type                            count  area (sq um)
Fill cell                         551          2910
Multi-Input combinational cell    211          1830
Sequential cell                    56          1460
Timing Repair Buffer               20           193
Inverter                           46           173
Tap cell                           96           120
Clock buffer                        5          68.8
Clock inverter                      3          46.3
## what timing repair did
| item | 4_1_cts | 5_1_grt |
|---|---|---|
| setup endpoints to repair | 0 | 1 |
| buffers inserted | 0 | 2 |
| endpoints found under the hold margin | 0 | 0 |
## worst max path at each step
stage / start / endpoint / slack, ps / depth (start not counted)
final: R2.out[1] / R3.out[7] / 350 / 20
after global routing: R2.out[1] / R3.out[7] / 70 / 20
after CTS: R1.out[6] / R3.out[7] / 210 / 17
## registers in the layout (all words and copies together), names as in the netlist
signal / cells
RA1.MEM: 24
R2.out: 8
R3.out: 8
controller.NS: 5
controller.PS: 5
R1.out: 3
RO1.out: 3
## layer usage
metal,vias up,routed length [um],share of wire
met5,-,0,0
met4,0,74,0.014
met3,8,147,0.028
met2,27,2590,0.50
met1,969,2350,0.46
li1,1093,-,-
## worst reg2reg max path, delay by kind of cell (launching register included)
kind,cells,cell delay (ps)
xor gates and xnor gates,2,620
and+or+nand+nor,3,560
DFF,1,440
buffers and inverters,5,330
adders and majority gates,7,2440
AOI/OAI and AO/OA,3,610
## through the flow
step,total power [uW],setup WS (ps)
5_1_grt,693,68.4
3_5_place_dp,410,237
4_1_cts,674,214
2_1_floorplan,402,453
6_report,666,353
3_3_place_gp,410,306
## placed cells by master, fill, tap and decap left out, drive strengths merged, types with 3 or more instances in the layout
cell	synthesis	final
xnor2	21	21
nor2	21	21
fa	23	23
and2	11	11
dfxtp	8	8
nand2	26	26
clkbuf	4	5
o21bai	5	5
clkdlybuf4s50	0	17
a21oi	21	21
nand2b	3	3
dlxtn	8	8
edfxtp	35	35
a21o	4	4
a22oi	8	8
nor2b	6	6
inv	46	47
o21ai	6	6
dfrtp	5	5
xor2	6	6
ha	33	33
buf	2	3
## report_power, final
group | total [uW] | internal, uW | switching [uW]
Clock | 264 | 140 | 124
Sequential | 393 | 393 | 0
Combinational | 8.45 | 5.78 | 2.67
Total | 666 | 538 | 127
## cells by family (layout without fill, tap and decap cells)
family                   Yosys count  after routing  share of synthesized area
AND/OR/NAND/NOR                   79             79                      0.109
buffers and inverters             53             74                     0.0662
adder cells (fa/ha/maj)           56             56                      0.248
AND-OR/OR-AND                     47             47                     0.0861
flip-flops                        48             48                      0.380
multiplexers                       1              1                    0.00285
latches                            8              8                     0.0342
XOR/XNOR                          28             28                     0.0737
Power is estimated from default activity; no workload was simulated.
